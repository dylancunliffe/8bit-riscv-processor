<file path="design/flow/run.sh">
#!/bin/bash
# OpenROAD 26Q1-2900-gdf79404cd8, Yosys 0.63+post, stock flow scripts
make -C /OpenROAD-flow-scripts/flow DESIGN_CONFIG=/design/flow/config.mk WORK_HOME=/design/flow/orfs finish
</file>
<file path="design/flow/config.mk">
export PLATFORM = sky130hd
export DESIGN_NAME = lab7alu
export DESIGN_NICKNAME = lab7alu
export VERILOG_FILES = /design/flow/design.v
export SDC_FILE = /design/flow/constraint.sdc
export NUM_CORES = 4
export LEC_CHECK = 1
export CORE_AREA = 10 10 109 109
export DIE_AREA = 0 0 119 119
</file>
<file path="design/flow/constraint.sdc">
current_design lab7alu

set clk_period 5.3
set clk_io_pct 0.2

create_clock -name clk0 -period $clk_period

set non_clock_inputs [all_inputs -no_clocks]
set_input_delay [expr $clk_period * $clk_io_pct] -clock clk0 $non_clock_inputs
set_output_delay [expr $clk_period * $clk_io_pct] -clock clk0 [all_outputs]
</file>
<file path="design/flow/design.v">
module lab7alu ( input [9:0] SW,
					  output [7:0] HEX0,
					  output [7:0] HEX1,
					  output [7:0] HEX2,
					  output [7:0] HEX3,
					  output [7:0] HEX4,
					  output [7:0] HEX5,
					  output [9:0] LEDR
					  );
	logic [1:0] ALUop;  
	assign ALUop[1:0] = SW[5:4];
	logic [3:0] inputA;  
	logic [3:0] inputB;  
	assign inputA[3:0] = SW[9:6];
	assign inputB[3:0] = SW[3:0];
	logic [7:0] a;  
	logic [7:0] b;  
	logic [7:0] r;  
	assign a[3:0] = inputA[3:0];
	assign b[3:0] = inputB[3:0];
	assign a[7:4] = {4{inputA[3]}};
	assign b[7:4] = {4{inputB[3]}};
	logic n, z, c, br, vp, vn;  
	logic [3:0] seg5, seg4, seg3, seg2, seg1, seg0;  
	assign LEDR[5:0] = {z, n, vn, vp, br, c};
	always_comb begin
		if (ALUop == 2'b00) begin  
			r[7:0] = a[7:0] & b[7:0]; 
		end else if (ALUop == 2'b01) begin  
			r[7:0] = a[7:0] - b[7:0];  
		end else if (ALUop == 2'b10) begin  
			r[7:0] = a[7:0] + b[7:0]; 
		end else if (ALUop == 2'b11) begin  
			r[7:0] = a[7:0] * b[7:0]; end 
		else begin 
			r[7:0] = 8'b00000000; 
		end
		c = (a[7] & b[7]) | (a[7] & ~r[7]) | (b[7] & ~r[7]);
		br = (~a[7] & b[7]) | (b[7] & r[7]) | (~a[7] & r[7]);
		vp = (~a[7] & ~b[7] & r[7]) | (a[7] & b[7] & ~r[7]);
		vn = (a[7] & ~b[7] & ~r[7]) | (~a[7] & b[7] & r[7]);
		n = r[7];
		z = ~r[7] & ~r[6] & ~r[5] & ~r[4] & ~r[3] & ~r[2] & ~r[1] & ~r[0];
		if(a[7] == 1) begin
			seg5 = 4'hF;
		end
		else seg5 = 4'h0;
		if(b[7] == 1) begin
			seg3 = 4'hF;
		end
		else seg3 = 4'h0;
		if(r[7] == 1) begin
			seg1 = 4'hF;
		end
		else seg1 = 4'h0;
		seg4 = a[3:0];
		seg2 = b[3:0];
		seg0 = r[3:0];
	end
	sevenseg segment5 (.data(seg5),
						.segments(HEX5));
	sevenseg segment4 (.data(seg4),
						.segments(HEX4));
	sevenseg segment3 (.data(seg3),
						.segments(HEX3));
	sevenseg segment2 (.data(seg2),
						.segments(HEX2));
	sevenseg segment1 (.data(seg1),
						.segments(HEX1));
	sevenseg segment0 (.data(seg0),
						.segments(HEX0));
endmodule
module sevenseg (
    input  logic [3:0] data,      
    output logic [7:0] segments   
);
    always_comb begin
			  case (data)
				4'h0: segments = 8'b11000000;  
            4'h1: segments = 8'b11111001;  
            4'h2: segments = 8'b10100100;  
            4'h3: segments = 8'b10110000;  
            4'h4: segments = 8'b10011001;  
            4'h5: segments = 8'b10010010;  
            4'h6: segments = 8'b10000010;  
            4'h7: segments = 8'b11111000;  
            4'h8: segments = 8'b10000000;  
            4'h9: segments = 8'b10011000;  
            4'hA: segments = 8'b10001000;  
            4'hB: segments = 8'b10000011;  
            4'hC: segments = 8'b10100111;  
            4'hD: segments = 8'b10100001;  
            4'hE: segments = 8'b10000110;  
            4'hF: segments = 8'b10001110;  
				default: segments = 8'b11111111;  
			  endcase
       end
endmodule
</file>
==> results.ini <==
[synth]
common_cells=37 x ha_1, 34 x buf_4, 23 x inv_1
post-synth-top-area-cell=ha_1
ys_warn_count=6
syn_avg_cell_area_sq_um=7.91
area_leaders=ha_1 22%, buf_4 12%, fa_1 11%, mux4_2 4.3%, inv_1 4.2%
top_cell=ha_1
syn_inst=263
ys_seq_share_pct=0
yosys.area.top_type_share_pct=22.3
ys_cells=263
syn-cell-area_sq_um=2080
synth_chip_area_sq_um=2080
synth_cell_types=48

[setup_path]
cp_num_buf_inv=7
worstSetupStartpointType=primary input
critPathKind=in2out
setup.worst_path.end_class=primary output
cp_cell_sequence=buf_6 > clkinvlp_4 > nand2_2 > fa_1 > inv_1 > fa_1 > inv_1 > fa_1 > inv_2 > ha_4 > fa_2 > a21o_1 > a21oi_2 > xnor3_2 > o211ai_4 > buf_6 > mux2_4 > buf_6
cp.arrival_ps=4710
critPathSlowestCell=fa_1
path_delay_family=adder cells
crit_fanout=3
cp.required_ps=4240
crit_path_max_incr_delay_ps=490

[placed_design]
io_buffers=49
place_ws_ps=-1270
gp_congestion=0.863
dp_hpwl_microns=4680

[detailed_routing]
dr.first_iter.drc_count=72
firstDrtPassIters=6
postRouteAntennaNets=0
vias=1954
antenna_cells=0
routed_via_density=4.13
drc=0
wl_microns=5700
post_drt_wl_per_cell_microns=12.0

[grt]
grt_pass1_vias=2058
grt_usage_pct=7.83
antenna_found_initial=0
grt_overflow=0
grt_max_degree=18
grt_first_pass_wirelength_microns=9770

[floorplanning]
die_area_sq_um=14200
fp_util_pct=21.6
std_cell_rows=36
core_area_sq_um=9640
die_h_microns=119
pin_count=68
die_width_microns=119

[run]
drv_cap=0
warnings=53

[power]
power_density_nw_per_um2=154
peakVddDrop_mv=0.0519
leakage_nw=1.48

[layout]
syn_to_final_growth_pct=47.2
fill_cells=1028
layout.area.comb_sq_um=1850
flop_area_sq_um=0
final_layout_size_suffix_gt1_share_pct=32.9
seq_cell_count=0
clock_buffers=0
postLayoutCoreUtil_pct=31.7

[cts]
cts_hold_buf=0

[sta]
setup_viol=10
drv_slew=0
hold_slack_ps=2720
clock.fmax_mhz=173
hold_viol=0
fin_crit_ps=5770
period_used_pct=109
finalWorstSetupSlack_ps=-466
grt_setup_unrepaired=yes

[outcome]
violations=setup timing
status=finished, violations left

[worst_hold_path]
hp-class=in2out

==> power breakdown <==
part,leakage [nW],total [W],internal [W],switching [W]
Sequential,0,0,0,0
Combinational,1.48,0.000470,0.000272,0.000199
Clock,0,0,0,0
==> cells by family after synthesis <==
family          Yosys count  synth area share, %
compound gates           57                 18.1
mux                      13                 8.97
simple gates             64                 14.8
xor+xnor                  8                 4.69
other cells               2                0.361
buf+inv                  71                 20.2
fa+ha+maj                48                 32.9
==> stage by stage <==
stage          setup TNS, ps  instance area, sq um  cells  total power [W]
2_1_floorplan          -2600                  2210    280         0.000244
3_3_place_gp          -17420                  2850    459         0.000400
3_5_place_dp          -17930                  2850    459         0.000402
4_1_cts                -6120                  3000    472         0.000450
5_1_grt                -6180                  3060    473         0.000526
6_report               -3590                  3060    473         0.000470
==> placed cells by master, fill, tap and decap left out, types with 2 or more instances in the layout <==
| master | synthesis | layout |
|---|---|---|
| xor2_1 | 3 | 3 |
| or3_1 | 4 | 4 |
| a311oi_1 | 2 | 2 |
| and2_1 | 5 | 5 |
| clkdlybuf4s50_1 | 0 | 25 |
| mux4_2 | 4 | 4 |
| inv_2 | 0 | 2 |
| o21ai_2 | 0 | 3 |
| ha_1 | 37 | 33 |
| ha_4 | 0 | 2 |
| xnor2_1 | 3 | 3 |
| buf_4 | 34 | 43 |
| o211ai_1 | 6 | 6 |
| ha_2 | 0 | 2 |
| fa_1 | 11 | 10 |
| o31ai_1 | 6 | 4 |
| inv_1 | 23 | 20 |
| a21o_1 | 4 | 4 |
| nand2b_1 | 2 | 2 |
| nand2_2 | 0 | 3 |
| mux2_4 | 1 | 2 |
| mux2i_1 | 7 | 7 |
| a21oi_1 | 11 | 10 |
| nand2_1 | 18 | 15 |
| conb_1 | 2 | 19 |
| o21ai_0 | 16 | 15 |
| buf_6 | 3 | 24 |
| dlygate4sd2_1 | 0 | 2 |
| nor2b_1 | 3 | 3 |
| buf_2 | 3 | 11 |
| nand3_1 | 2 | 2 |
| nor2_1 | 22 | 21 |
==> layout make-up <==
cell class	instances	share of cell area [%]
Inverter	24	3.11
Multi-Input combinational cell	209	60.5
Tap cell	133	5.44
Timing Repair Buffer	107	30.9
==> layer usage <==
metal  share of wire [%]  track usage (%)  vias to the layer above
met1                  50             11.1                      886
li1                    -                -                     1009
met2                  43             12.1                       59
met3                 7.4             2.54                        0
met5                   0                0                        -
met4                   0                0                        0
==> path summary, 6_finish.rpt <==
| path | cells after the start | to | from |
|---|---|---|---|
| hold / removal | 5 | LEDR[0] | SW[3] |
| setup / recovery | 18 | LEDR[3] | SW[6] |
==> what timing repair did <==
item	4_1_cts	5_1_grt
gates resized	110	13
setup endpoints to repair	17	17
setup buffers	14	2
pin swaps	21	11
Power and IR drop assume default switching activity.
